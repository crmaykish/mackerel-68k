--- /design/flow/run.sh ---
#!/bin/bash
# OpenROAD 26Q1-2900-gdf79404cd8, Yosys 0.63+post, stock flow scripts
make -C /OpenROAD-flow-scripts/flow DESIGN_CONFIG=/design/flow/config.mk WORK_HOME=/design/flow/orfs finish
--- /design/flow/config.mk ---
export PLATFORM = sky130hd
export DESIGN_NAME = timer
export DESIGN_NICKNAME = timer
export VERILOG_FILES = /design/flow/design.v
export SDC_FILE = /design/flow/constraint.sdc
export NUM_CORES = 4
export LEC_CHECK = 1
export CORE_AREA = 10 10 114 114
export DIE_AREA = 0 0 124 124
--- /design/flow/constraint.sdc ---
current_design timer

set clk_period 4.2
set clk_io_pct 0.2

create_clock -name clk0 -period $clk_period [get_ports {clk}]

set non_clock_inputs [all_inputs -no_clocks]
set_input_delay [expr $clk_period * $clk_io_pct] -clock clk0 $non_clock_inputs
set_output_delay [expr $clk_period * $clk_io_pct] -clock clk0 [all_outputs]
--- /design/flow/design.v ---
`default_nettype none
module timer #(
    parameter integer CLK_HZ = 75_600_000    
) (
    input  wire       clk,
    input  wire       rst_n,
    input  wire       cs_n,
    input  wire [2:0] reg_addr,    
    input  wire       rwn,
    input  wire       ds_n,
    input  wire [7:0] data_in,
    output reg  [7:0] data_out,
    output wire       dtack_n,
    output wire       irq           
);
    localparam [2:0] REG_CTRL   = 3'd0;    
    localparam [2:0] REG_STATUS = 3'd1;    
    localparam integer DIV_10  = CLK_HZ/10  - 1;
    localparam integer DIV_25  = CLK_HZ/25  - 1;
    localparam integer DIV_50  = CLK_HZ/50  - 1;
    localparam integer DIV_100 = CLK_HZ/100 - 1;
    localparam integer CW = $clog2(DIV_10 + 1);
    reg            enable;
    reg  [1:0]     freq;
    reg  [CW-1:0]  count;
    reg            pending;
    reg  [CW-1:0]  reload;
    always @(*) begin
        case (freq)
            2'd0:    reload = DIV_10 [CW-1:0];
            2'd1:    reload = DIV_25 [CW-1:0];
            2'd2:    reload = DIV_50 [CW-1:0];
            default: reload = DIV_100[CW-1:0];
        endcase
    end
    assign dtack_n = cs_n;
    wire wr      = ~cs_n & ~rwn & ~ds_n;             
    wire wr_ctrl = wr & (reg_addr == REG_CTRL);
    wire wr_ack  = wr & (reg_addr == REG_STATUS);
    always @(*) begin
        case (reg_addr)
            REG_CTRL:   data_out = {2'b00, freq, 3'b000, enable};
            REG_STATUS: data_out = {7'b0, pending};
            default:    data_out = 8'h00;
        endcase
    end
    assign irq = pending;
    always @(posedge clk or negedge rst_n) begin
        if (!rst_n) begin
            enable  <= 1'b0;
            freq    <= 2'd3;             
            count   <= {CW{1'b0}};
            pending <= 1'b0;
        end else begin
            if (enable) begin
                if (count >= reload) begin
                    count   <= {CW{1'b0}};
                    pending <= 1'b1;        
                end else begin
                    count <= count + 1'b1;
                end
            end else begin
                count <= {CW{1'b0}};
            end
            if (wr_ack)
                pending <= 1'b0;
            if (wr_ctrl) begin
                enable <= data_in[0];
                freq   <= data_in[5:4];
                if (!data_in[0]) begin
                    count   <= {CW{1'b0}};
                    pending <= 1'b0;
                end
            end
        end
    end
endmodule
`default_nettype wire
==> impl_metrics.ini <==
; generated from flow reports
[final_timing]
max_slew.worst_pin.slew_ps = 576.9
max_clock_freq_mhz = 323.7
max-slew-margin-rel_pct = 61.22
final_count_of_hold_timing_violations = 0
final_min_period_over_clock_period_pct = 73.56
setup_repair_after_global_routing_missed_its_margin = false
totalNegativeSetupSlack_ps = 0
timing.final.setup_violations = 0
finalWorstSetupSlack_ps = 1110
worst_case_clock_skew_ps = 6.239
final-max-slew-violation-count = 0
final.min_clock_period_ps = 3090
hold-worst-slack_ps = 500.3

[synthesis]
most_common_cell = dfrtp_1
yosys.area.top_type_share_pct = 33.90
synth_stat.cells = 185
ys.flop_type = dfrtp_1
ys_top_cells_by_count = 25 x dfrtp_1, 20 x ha_1, 20 x nor2_1, 16 x xor2_1, 11 x nand3_1
post_synth.cell_area_avg_um2 = 9.976
edf_count = 0
async_flop_share_pct = 100.0
synthesis.area_um2 = 1846
synth.area.top_cells = dfrtp_1 34%, ha_1 14%, xor2_1 7.6%
yosys.stat.chipArea_um2 = 1846
netlist.top_cell.by_area = dfrtp_1
synth_warnings = 1
ys_seq_share_pct = 36.75
distinct_cell_type_count_of_the_synthesized_netlist = 41
synthCells = 185
synth-seq-cells = 27

[setup_path]
worst-r2r-cell-count = 8
startpoint_type = primary input
regToRegSetupSlack_ps = 1370
worstSetupStartpoint = reg_addr[1]
r2r-start = freq[0]
critical-path-top-delay-family = buffers and inverters
rr_endpoint = count[7]
timing.critical_path.slowest_stage_cell = clkdlybuf4s50_1
worst-path-max-fanout = 3
critical_path_cell_count = 4
timing.critical_path.buf_inv = 2
largest_stage_delay_on_the_critical_path_ps = 470
end_kind = primary output
critical_path_class = in2out
path_common_cell = clkdlybuf4s50_1
path_cells = clkdlybuf4s50_1 -> nor3_1 -> and2_1 -> clkdlybuf4s50_1
timing.critical_path.required_ps = 3360
worst-endpoint-arrival_ps = 2250
worst_setup_path_endpoint = data_out[4]

[floorplanning]
chip_area_um2 = 15380
design.core.area_um2 = 10420
fp-row-count = 37
floorplan.io_pins = 26
core_util_floorplan_pct = 17.72
dieWidth_um = 124
die.size.y_um = 124

[pwr]
comb_power_share_pct = 20.8
p_switching_mw = 0.1637
power.internal_mw = 0.3868
power_frac_seq_pct = 51.4
ir_worst_vdd_mv = 0.1115
clockPowerShare_pct = 27.9
power.density_cell_area_nw_per_um2 = 255.3
power.leakage_nw = 0.9103
sw_ratio_pct = 29.73

[global_routing]
wire_length_of_the_first_global_routing_pass_um = 6624
grtUsageTotal_pct = 5.145
antenna_found_initial = 0
grt_start_max_net_pins = 28
final_global_route_overflow_total = 0
number_of_global_route_vias_before_repair = 1358

[drt]
wl_um = 3647
drtIter0Drc = 35
detail-route-antenna-nets = 0
drt_pass1_iterations = 4
vias = 1296
route.antenna.diode_count = 0
drc = 0
vias_per_cell = 3.880
wire_per_inst_um = 10.92

[min_path]
worst_hold_path_type = reg2reg

[flow_run]
timing.max_cap.violations = 0
stage_log_warnings = 32

[clock_tree]
cts_hold_repair.buffers = 0
tritoncts.num_buffers = 3
cts-root-buf = clkbuf_8
post_cts.repair.setup_buffers = 0
worst_setup_hold_path_clk_slew_ps = 100
clock_sink_count = 27
cts_max_level = 1
clk_latency_ps = 280
tritoncts = done
ctsLongestPathBuffers = 2
post_cts.resized_instances = 0

[place]
dp_worst_setup_slack_ps = 1047
dp_hpwl_um = 2840
io_buffers = 15
routabilityCongestion = 0.8263

[cells_and_area]
fillers = 1138
drive_gt1_share_pct = 12.63
areaGrowthSynthToFinish_pct = 16.81

[run_status]
status = finished clean
## routing by layer
| metal | wire (um) | track usage [%] | up-vias |
|---|---|---|---|
| li1 | - | - | 666 |
| met1 | 1757 | 7.273 | 612 |
| met2 | 1696 | 8.245 | 16 |
| met3 | 186 | 1.286 | 2 |
| met4 | 6 | 0.2158 | 0 |
| met5 | 0 | 0 | - |
## per-stage QoR
step	instance area (um2)	std cells	utilization, %	power, mW
6_report	2156	334	20.70	0.5505
5_1_grt	2156	334	20.70	0.5831
4_1_cts	2156	334	20.70	0.5634
3_5_place_dp	2107	330	20.23	0.4035
3_3_place_gp	2107	330	20.23	0.3987
2_1_floorplan	1861	189	-	0.3706
## layout make-up
| cell class | instances | area, um2 | share of cell area, % |
|---|---|---|---|
| Tap cell | 136 | 170.2 | 7.893 |
| Sequential cell | 27 | 678.2 | 31.46 |
| Clock buffer | 3 | 41.29 | 1.915 |
| Multi-Input combinational cell | 141 | 1064 | 49.33 |
| Clock inverter | 1 | 7.507 | 0.3482 |
| Inverter | 10 | 37.54 | 1.741 |
| Timing Repair Buffer | 16 | 157.7 | 7.313 |
## state kept, by name (all words and copies together) (netlist names)
signal	cells
count	23
enable	1
freq	2
pending	1
## worst min path at each step
| stage | endpoint | cells after the start | slack, ps | start |
|---|---|---|---|---|
| finish | count[0] | 1 | 500 | count[0] |
| global route | count[0] | 1 | 550 | count[0] |
| CTS | count[0] | 1 | 510 | count[0] |
## worst register-to-register path, cell delays in order, from the launching register on
cell      delay [ps]
dfstp_2          630
ha_1             230
inv_1            110
ha_1             310
and3_4           180
o311a_1          360
o31ai_4          290
nand4b_4         410
nor2_1           240
## logic make-up (layout without fill, tap and decap cells)
family                     after synthesis  in the layout  synth area share [%]
and+or+nand+nor                         74             74                 23.46
buffers and inverters                   21             30                 6.440
xor gates and xnor gates                21             21                 9.966
adders and majority gates               20             20                 13.56
AOI/OAI and AO/OA                       17             17                 7.254
other                                    1              5                0.2032
muxes                                    4              4                 2.373
DFF                                     27             27                 36.75
## power groups by stage
stage | Sequential, mW | Combinational [mW] | Clock [mW]
6_report | 0.283 | 0.114 | 0.153
5_1_grt | 0.285 | 0.132 | 0.166
4_1_cts | 0.283 | 0.116 | 0.164
## layout by cell type (no fill, tap or decap), types with 3 or more instances in the layout
cell type and n:
a21oi_1 5, and2_1 3, and4_1 5, clkbuf_8 3, clkdlybuf4s50_1 15, conb_1 5, dfrtp_1 25, ha_1 20
inv_1 10, mux2_2 3, nand2_1 6, nand3_1 11, nand4_1 9, nor2_1 20, nor2_2 8, xnor2_1 5
xor2_1 16
Power figures rest on the tool's default switching activity, not on a simulated workload.
