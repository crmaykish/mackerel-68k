==> design.v <==
module dram_controller(
	input CLK,
	input CLK_ALT,
	input RST,
	input AS,
	input LDS,
	input UDS,
	input RW,
	input CS,	 
	input [23:1] ADDR_IN,
	output ADDR_OUT_11,
	output reg [10:0] ADDR_OUT = 11'b0,	 
	output reg RASA = 1'b1,
	output reg RASB = 1'b1,
	output reg CASA0 = 1'b1,
	output reg CASA1 = 1'b1,
	output reg CASB0 = 1'b1,
	output reg CASB1 = 1'b1,
	output reg WRA,
	output reg WRB,
	output reg DTACK_DRAM = 1'b1
);
localparam REFRESH_CYCLE_CNT = 781;
localparam IDLE 				= 4'd0;
localparam RW1					= 4'd1;
localparam RW2					= 4'd2;
localparam RW3					= 4'd3;
localparam RW4					= 4'd4;
localparam RW5					= 4'd5;
localparam REFRESH1 			= 4'd6;
localparam REFRESH2				= 4'd7;
localparam REFRESH3				= 4'd8;
localparam REFRESH4				= 4'd9;
localparam PRECHARGE			= 4'd10;
reg [3:0] state = IDLE;
assign ADDR_OUT_11 = 1'b0;	 
wire BANK_A = ~ADDR_IN[23];	 
reg refresh_request = 1'b0;
reg refresh_ack = 1'b0;
reg [11:0] cycle_count = 12'b0;
always @(posedge CLK_ALT) begin
	if (~RST) cycle_count <= 12'b0;
	else begin
		cycle_count <= cycle_count + 12'b1;
		if (cycle_count == REFRESH_CYCLE_CNT) begin
			refresh_request <= 1'b1;
			cycle_count <= 12'b0;
		end
		if (refresh_ack) refresh_request <= 1'b0;
	end
end
reg AS1 = 1;
reg CS1 = 1;
reg AS2 = 1;
reg CS2 = 1;
always @(posedge CLK_ALT) begin
	AS1 <= AS;
	CS1 <= CS;
	AS2 <= AS1;
	CS2 <= CS1;
end
always @(posedge CLK_ALT) begin
	if (~RST) begin
		state <= IDLE;
		RASA <= 1'b1;
		CASA0 <= 1'b1;
		CASA1 <= 1'b1;
		RASB <= 1'b1;
		CASB0 <= 1'b1;
		CASB1 <= 1'b1;
		WRA <= 1'b1;
		WRB <= 1'b1;
		DTACK_DRAM <= 1'b1;
	end
	else begin
		case (state)
			IDLE: begin
				if (refresh_request) begin
					state <= REFRESH1;
				end
				else if (~CS2 && ~AS2) begin
					state <= RW1;
				end
			end
			RW1: begin
				ADDR_OUT <= ADDR_IN[11:1];
				state <= RW2;
			end
			RW2: begin
				if (BANK_A) RASA <= 1'b0;
				else RASB <= 1'b0;
				state <= RW3;
			end
			RW3: begin
				ADDR_OUT <= ADDR_IN[22:12];
				if (BANK_A) WRA <= RW;
				else WRB <= RW;
				state <= RW4;
			end
			RW4: begin
				if (BANK_A) begin
					CASA0 <= LDS;
					CASA1 <= UDS;
				end
				else begin
					CASB0 <= LDS;
					CASB1 <= UDS;
				end
				state <= RW5;
			end
			RW5: begin
				DTACK_DRAM <= 1'b0;
				if (AS) state <= PRECHARGE;
			end
			REFRESH1: begin
				refresh_ack <= 1'b1;
				CASA0 <= 1'b0;
				CASA1 <= 1'b0;
				CASB0 <= 1'b0;
				CASB1 <= 1'b0;
				WRA <= 1'b1;
				WRB <= 1'b1;
				state <= REFRESH2;
			end
			REFRESH2: begin
				RASA <= 1'b0;
				RASB <= 1'b0;
				state <= REFRESH3;
			end
			REFRESH3: begin
				CASA0 <= 1'b1;
				CASA1 <= 1'b1;
				CASB0 <= 1'b1;
				CASB1 <= 1'b1;
				state <= REFRESH4;
			end
			REFRESH4: begin
				RASA <= 1'b1;
				RASB <= 1'b1;
				state <= PRECHARGE;
			end
			PRECHARGE: begin
				refresh_ack <= 1'b0;
				DTACK_DRAM <= 1'b1;
				RASA <= 1'b1;
				CASA0 <= 1'b1;
				CASA1 <= 1'b1;
				RASB <= 1'b1;
				CASB0 <= 1'b1;
				CASB1 <= 1'b1;
				ADDR_OUT <= 11'b0;
				state <= IDLE;
			end
		endcase
	end
end
endmodule
==> run.sh <==
#!/bin/bash
# OpenROAD 26Q1-2900-gdf79404cd8, Yosys 0.63+post, stock flow scripts
make -C /OpenROAD-flow-scripts/flow DESIGN_CONFIG=/design/flow/config.mk WORK_HOME=/design/flow/orfs finish
==> config.mk <==
export PLATFORM = sky130hd
export DESIGN_NAME = dram_controller
export DESIGN_NICKNAME = dram_controller
export VERILOG_FILES = /design/flow/design.v
export SDC_FILE = /design/flow/constraint.sdc
export NUM_CORES = 4
export LEC_CHECK = 1
export CORE_UTILIZATION = 40
==> constraint.sdc <==
current_design dram_controller

set clk_period 4.6
set clk_io_pct 0.2

create_clock -name clk0 -period $clk_period [get_ports {CLK_ALT}]

set non_clock_inputs [all_inputs -no_clocks]
set_input_delay [expr $clk_period * $clk_io_pct] -clock clk0 $non_clock_inputs
set_output_delay [expr $clk_period * $clk_io_pct] -clock clk0 [all_outputs]
==> qor.rpt <==
====================================================================================================
Post-place setup slack                                                                      1.739 ns
Number of sinks driven by the clock tree                                                          42
Worst-case clock skew                                                                    0.009341 ns
Die outline area                                                                           5395 um^2
Flops out of synthesis                                                                            42
Combinational share of power                                                                   31.2%
Slowest stage cell on the critical path                                                 clkdlybuf4s50_1
Row Count                                                                                         25
Tally of OpenROAD warnings                                                                        27
Share of post-route cells with drive strength above 1                                         7.143%
Worst flop-to-flop path startpoint                                                      state[1]$_SDFFE_PN0P_
Detail Placement HPWL                                                                        2822 um
Biggest area contributors in the synthesized netlist                                    dfxtp_1 (28%), edfxtp_1 (19%), a22o_1 (4.7%)
Cell with the most instances after synthesis                                                 dfxtp_1
Static leakage power                                                                       0.9870 nW
Type of the most critical hold path                                                     flip-flop to flip-flop
Setup slack of the critical path after layout                                               2.083 ns
Share of power burned in registers                                                             45.6%
Peak VDD IR                                                                                 239.2 uV
Highest fanout seen on the critical path                                                          14
Cell taking the most area after synthesis                                                    dfxtp_1
Hold-fix buffers at CTS                                                                            0
Number of slew-limit violations in the final report                                                0
Slew HR                                                                                       54.02%
Max capacitance violation total                                                                    0
Total stage count of the critical path                                                             4
Worst hold slack                                                                           0.3280 ns
Via/cell ratio                                                                                 5.060
Post-CTS setup buffers                                                                             0
Total negative slack for setup checks                                                           0 ns
Yosys Instances                                                                                  207
Number of buffers added on ports                                                                  49
Maximum clock insertion buffer count                                                               2
Post-layout total power                                                                     1.092 mW
Insertion delay of the later-clocked pin in the worst-skew pair                              0.29 ns
Internal cell power                                                                        0.7639 mW
Die span in y                                                                               73.45 um
DR pass1 iterations                                                                                4
Final ANT Viol Nets                                                                                0
Initial antenna violation count                                                                    0
Final critical-path share of the clock period                                                 54.71%
Number of antenna repair diodes                                                                    0
Area overhead of the layout relative to synthesis                                             29.23%
Fraction of power spent switching nets                                                        30.06%
Std-Cell Core Area                                                                         4817 um^2
Wire length on met3                                                                           277 um
Core Util at FP                                                                               42.39%
CP Capture Type                                                                            flip-flop
Most used flip-flop cell after synthesis                                                     dfxtp_1
Depth of the worst register-to-register path                                                       4
Multi-input gate area                                                                     948.4 um^2
List of cells traversed by the critical path                                            clkdlybuf4s50_1 > inv_1 > nor3_1 > buf_4
Number of instances resized during post-cts repair                                                 0
Count of buffering cells on the critical path with inverters included                              3
Slowest cell delay on critical path                                                          0.89 ns
Overflow left after global routing                                                                 0
Crit path time final                                                                        2.517 ns
Average routed wire per standard cell                                                       12.85 um
Fill cell count                                                                                  450
Clk root buf                                                                                clkbuf_8
Wire length of the first global-routing pass                                                 6858 um
Global placement routability congestion                                                       0.8076
Commonest cells post-synth                                                              dfxtp_1 (29), nor2_1 (24), edfxtp_1 (13)
Yosys synthesis chip area                                                                  2042 um^2
Count of boundary I/O pins                                                                        52
Top routing layer in use                                                                        met4
Mapped Avg Cell Area                                                                      9.865 um^2
Startpoint kind of the worst setup timing path                                          primary input
Achievable Freq                                                                           0.3974 GHz
Depth of the worst hold-timing path                                                                0
Post-synth ARST share                                                                             0%
Flip-flops with a built-in enable                                                                 13
Syn Inst Count                                                                                   207
Top cell area share                                                                           28.43%
Category of the most critical setup path                                                primary input to flip-flop
PD cells                                                                                414.0 nW/um^2
Total global routing track utilization                                                        16.79%
Run status                                                                              finished clean
Drt initial violations                                                                            93
DRC                                                                                                0
Required time at the endpoint of the critical path                                           4.60 ns
Seq share, synth                                                                              47.55%
Kind of cell adding the most delay to the critical path                                 buffers and inverters
Unique masters post-synth                                                                         47
TritonCTS buffer count                                                                             5
Final WL                                                                                     4100 um
CTS tree                                                                                        done
Netlist area before placement                                                              2042 um^2
Worst min-delay path startpoint                                                          AS1$_DFF_P_
Slew at the pin closest to its max-slew limit                                              0.6873 ns
Wire length on met2                                                                          1786 um
Combined flip-flop and latch cell area                                                    970.9 um^2
Final hold viol count                                                                              0
Number of synthesis warnings                                                                       1
Via count of the first global-routing pass                                                      1433
Switching component of the power                                                           0.3284 mW
Met1 Wirelength                                                                              1987 um
Count of endpoints failing setup in the final report                                               0
Routed via count                                                                                1614
RSZ-0062 raised after global routing                                                              no
Crit path from                                                                                   RST
Data arrival time at the worst-slack endpoint                                                2.51 ns
H-tree depth reported by CTS                                                                       2
Clock share of power                                                                           23.1%
Clock-pin slew reported for the worst setup and hold paths after clock tree synthesis        0.07 ns
Chip width                                                                                  73.45 um
Pin count of the biggest net entering global routing                                              31
====================================================================================================
-- worst register-to-register path, stage by stage (launching register included) --
cell	delay [ns]
dfxtp_1	0.74
and4bb_2	0.56
a21oi_1	0.09
buf_4	0.19
a22o_1	0.20
-- logic make-up after synthesis --
family	count (synthesis)	share of synthesized area [%]
AND-OR/OR-AND	56	21.14
adder cells (fa/ha/maj)	2	1.225
AND/OR/NAND/NOR	73	18.63
buffers and inverters	21	6.004
XOR/XNOR	10	4.290
other	1	0.1836
flip-flops	42	47.55
multiplexers	2	0.9804
-- stage by stage --
step                      util (%)  instances  cell area [um^2]
after floorplan                  -        207              2042
after global placement       52.70        311              2539
after detailed placement     52.70        311              2539
after CTS                    54.78        319              2639
after global routing         54.78        319              2639
final                        54.78        319              2639
-- registers in the layout (all words and copies together) (netlist names) --
| register | count |
|---|---|
| ADDR_OUT | 11 |
| AS1 | 1 |
| AS2 | 1 |
| CASA0 | 1 |
| CASA1 | 1 |
| CASB0 | 1 |
| CASB1 | 1 |
| CS1 | 1 |
| CS2 | 1 |
| DTACK_DRAM | 1 |
| RASA | 1 |
| RASB | 1 |
| WRA | 1 |
| WRB | 1 |
| cycle_count | 12 |
| refresh_ack | 1 |
| refresh_request | 1 |
| state | 4 |
-- path summary, 6_finish.rpt --
check	end	slack (ns)
worst max register to register	ADDR_OUT[7]$_DFFE_PP_	2.57
worst min-delay path	AS2$_DFF_P_	0.33
worst max-delay path	ADDR_OUT[4]$_DFFE_PP_	2.08
worst min register to register	AS2$_DFF_P_	0.33
-- metal layers --
metal  up-vias  global-route usage [%]
met2        42                   25.69
met3         6                   3.883
met4         0                   1.709
li1        839                       -
met1       727                   26.02
met5         -                       0
-- layout make-up --
type | count | area share [%]
Clock inverter | 1 | 0.1422
Sequential cell | 42 | 36.79
Timing Repair Buffer | 52 | 19.44
Multi-Input combinational cell | 144 | 35.94
Tap cell | 67 | 3.177
Inverter | 6 | 0.8535
Clock buffer | 7 | 3.651
-- layout by cell type, fill, tap and decap left out, types with 4 or more instances in the layout --
cell type and instances:
clkdlybuf4s50_1 49, dfxtp_1 29, nor2_1 24, edfxtp_1 13, o21ai_0 12, a22o_1 11, nand2_1 9, xor2_1 9
nand3_1 8, a21oi_1 7, clkbuf_8 7, inv_1 6, nand4_1 6, o21a_1 5, nor2b_1 5, nand2b_1 4
o211ai_1 4
-- power groups by stage --
stage / clock, mW / combinational (mW) / sequential [mW]
final: 0.253 / 0.341 / 0.498
after CTS: 0.262 / 0.346 / 0.497
after global routing: 0.285 / 0.382 / 0.507
Power is estimated from default activity; no workload was simulated.
